$ cat ./design.v
module pwm_module( 
input clk,
input [10:0] PWM_in, 
output reg PWM_out
);
reg [10:0] new_pwm=0;
reg [10:0] PWM_ramp=0; 
always @(posedge clk) 
begin
    if (PWM_ramp==0)new_pwm<=PWM_in;
      PWM_ramp <= PWM_ramp + 1'b1;
      PWM_out<=(new_pwm>PWM_ramp);
end
endmodule
$ cat ./run.sh
#!/bin/bash
# OpenROAD 26Q1-2900-gdf79404cd8, Yosys 0.63+post, stock flow scripts
make -C /OpenROAD-flow-scripts/flow DESIGN_CONFIG=/design/flow/config.mk WORK_HOME=/design/flow/orfs finish
$ cat ./constraint.sdc
current_design pwm_module

set clk_period 2.1
set clk_io_pct 0.2

create_clock -name clk0 -period $clk_period [get_ports {clk}]

set non_clock_inputs [all_inputs -no_clocks]
set_input_delay [expr $clk_period * $clk_io_pct] -clock clk0 $non_clock_inputs
set_output_delay [expr $clk_period * $clk_io_pct] -clock clk0 [all_outputs]
$ cat ./config.mk
export PLATFORM = sky130hd
export DESIGN_NAME = pwm_module
export DESIGN_NICKNAME = pwm_module
export VERILOG_FILES = /design/flow/design.v
export SDC_FILE = /design/flow/constraint.sdc
export NUM_CORES = 4
export LEC_CHECK = 1
export CORE_AREA = 10 10 89 89
export DIE_AREA = 0 0 99 99
==> run summary <==
This memo summarizes the results of the implementation run.

Run status
The flow ran to the end, and the final reports show no timing, DRC or antenna violations.

Clocking
Per the skew report, the later register of the worst-skew pair sees a clock latency of approximately 0.26 ns. The clock slew seen by the registers of the worst setup and hold paths is around 0.08 ns. The TritonCTS clock tree is yes. The clock root buffer is sky130_fd_sc_hd__clkbuf_8. The post-cts gate resize count is 0. The total CTS buffers is 3. The number of buffers between clock root and the deepest sink is 2. CTS built an H-tree with a depth of 1. The count of clock tree sinks is 23. The report puts the hold buffer count at CTS at 0. In this run the post-CTS setup repair buffer count came out at 0.

Place
The placed wire-length estimate is 1432 um. The tally of buffers added on design ports is 12. OpenSTA, run right after detailed placement, puts the worst setup slack at 0.6541 ns. Per the gpl log, the routability congestion estimate is 0.8098. The number of cells in the design after placement is 176. The instance area after placement is 1275 um^2.

Yosys
By area the synthesized netlist is led by sky130_fd_sc_hd__edfxtp_1 32%, sky130_fd_sc_hd__dfxtp_1 23%, sky130_fd_sc_hd__ha_1 16%, sky130_fd_sc_hd__xnor2_1 6.7%, sky130_fd_sc_hd__inv_1 4.3%. The post-synthesis cell type count is 22. The cell count in the Yosys report is 87. The cell taking the most area after synthesis is sky130_fd_sc_hd__edfxtp_1. In this run the cell area of the synthesized design comes to 1040 um^2. Counting every instance in the synthesized netlist gives 87.

The total of flip-flops plus latches after synthesis is 23. The chip area from the yosys synthesis statistics is 1040 um^2. The portion of synthesized cell area occupied by the leading cell type is a little under a third. The register share after synthesis is 54.87%.

The tally of yosys warning messages is 1. After synthesis, the mean cell area works out to 11.95 um^2.

Critical path
The signal on the critical path passes through clkdlybuf4s50_1. The kind of end point of the critical path is an output pin. The class of the most critical setup path is flip-flop to output pin. The worst reg2reg path endpoint is new_pwm[5]. The launch point of the worst register-to-register path is recorded as PWM_ramp[0]. For the worst setup path, the data required time is 1.68 ns. For flop-to-flop paths, the worst setup slack is 0.66 ns. For reference, the critical path is captured by PWM_out. The longest incremental delay of any stage on the critical path is reported as 0.47 ns. The library cell contributing the largest single delay on the critical path is sky130_fd_sc_hd__clkdlybuf4s50_1. The total buffers and inverters traversed by the critical path is 1.

The maximum fanout count along the critical path is 1. In this run the worst setup path begins at PWM_out. STA puts the critical path data arrival time at 1.05 ns.

The cell family contributing the most delay on the critical path is buffers and inverters. The report puts the cell count of the worst reg-to-reg path at 5. The worst setup path is launched from a flip-flop. In this run the number of cells on the critical path is 1.

Global route
The overall track demand over capacity in global routing is 3.557%. The pin count of the biggest net entering global routing is 14. The number of global-route vias before repair came to 625.

The number of antenna violations at the first check in global routing was 0. The first global-routing pass estimated 2898 um of wire. The total global routing overflow is 0.

Final timing
At the pin with the least slew margin, the transition time is 0.3204 ns. The fmax is 682.3 MHz. Across all hold checks on the routed design, the worst slack comes to 0.4545 ns.

After layout, the worst path uses 69.79% of the clock period. The critical path in the final layout is reported with a setup slack of 0.6344 ns. The time the worst path needs with I/O delays and setup is 1.466 ns.

The final tally of max-slew violations is 0. Setup repair after global routing left no endpoint under its margin. The setup violation total in the final timing report is 0. The clock skew is 0.003924 ns. The max-slew check reports its worst relative slack as 78.51%.

After routing, the total negative slack on setup checks comes to 0 ns. In the final report, the number of hold violations comes to 0.

Worst hold path
Counting instances, the worst hold path has a depth of 1. The worst hold path belongs to the class flip-flop to flip-flop.

Routing
The count of nets left with antenna violations after detail routing is 0. The detailed-router iteration count before antenna repair is 4. Per the detail_route report, inserted antenna diodes total 0. The final routed wirelength across all metal layers is 1767 um.

Per the detail_route report, vias per standard cell equal approximately 3.6. The violation count after the first detailed-route iteration is 24. The final route contains 642 vias. The wire length per cell is 9.817 um. The residual DRC count is 0.

Finish
The signed area change from the synthesized netlist to the final layout is 27.08%. After routing the design area is 1321 um^2. Per the cell usage report, the commonest logic cells after layout are 13 x sky130_fd_sc_hd__ha_1, 12 x sky130_fd_sc_hd__dfxtp_1, 12 x sky130_fd_sc_hd__inv_1, 12 x sky130_fd_sc_hd__clkdlybuf4s50_1, 11 x sky130_fd_sc_hd__edfxtp_1. Once layout is complete, the cells apart from fillers number 180. In the final layout, the multi-input gates occupy 430.4 um^2.

Counting the fill cells in the layout gives 625. In the final layout, the share of cells above drive strength 1 is approximately a tenth. Leaving out fill and tap cells, the most frequent cell in the layout is sky130_fd_sc_hd__ha_1. In the final layout, flip-flops and latches occupy 570.5 um^2.

Flow run
The number of warnings reported in the stage logs is 26. The total of max-cap violations is 0.

Floorplan
The initial core utilization is roughly 17%. The number of top-level pins is 13. After floorplanning, the die was sized to cover approximately 9800 um^2. The total area inside the core boundary comes to 5991 um^2. The number of core rows is 28.

According to the floorplan report, the die width is 99 um. The floorplan step set the die height to 99 um.

Power and ir drop
The worst ir drop on vdd is between 0.0003 and 0.0004 V. Power spread over the standard cell area amounts to 569.8 nW/um^2. The static power due to leakage is 0.4638 nW.
-- through the flow --
step	utilization, %	total power (W)
final	22.06	0.0007528
after global routing	22.06	0.0007851
after CTS	22.06	0.0007703
after detailed placement	21.28	0.0004988
after global placement	21.28	0.0004987
after floorplan	-	0.0004788
-- logic make-up (layout without fill, tap and decap cells) --
group	Yosys count	after routing	synth area share, %
XOR/XNOR	9	9	7.582
AND-OR/OR-AND	8	8	4.933
adder cells (fa/ha/maj)	13	13	15.64
AND/OR/NAND/NOR	22	22	12.63
flip-flops	23	23	54.87
buffers and inverters	12	30	4.332
-- report_power, final --
group | internal [W] | switching (W) | total (W)
combinational | 0.0000175 | 0.00000233 | 0.0000199
clock | 0.000132 | 0.000133 | 0.000265
sequential | 0.000468 | 0 | 0.000468
total | 0.000618 | 0.000135 | 0.000753
-- worst register-to-register path, cell delays in order, from the launching register on --
cell and delay, ns:
sky130_fd_sc_hd__dfxtp_1 0.38, sky130_fd_sc_hd__inv_1 0.09, sky130_fd_sc_hd__ha_1 0.15, sky130_fd_sc_hd__nand4_1 0.11
sky130_fd_sc_hd__nor4_2 0.20, sky130_fd_sc_hd__buf_4 0.22
-- how the worst min path moves through the flow --
| stage | endpoint | start | slack, ns |
|---|---|---|---|
| final | PWM_ramp[8] | PWM_ramp[8] | 0.45 |
| after global routing | PWM_ramp[10] | PWM_ramp[10] | 0.49 |
| after CTS | PWM_ramp[8] | PWM_ramp[8] | 0.46 |
-- layer usage --
layer / part of all wire (%) / track usage, % / vias up
li1: - / - / 343
met1: 54 / 5.227 / 281
met2: 39 / 4.860 / 16
met3: 5.3 / 1.409 / 2
met4: 2.0 / 0.5513 / 0
met5: 0 / 0 / -
-- final cells by class --
cell class | count | area share [%]
Tap cell | 75 | 7.102
Clock inverter | 1 | 0.3788
Multi-Input combinational cell | 52 | 32.58
Clock buffer | 3 | 3.125
Sequential cell | 23 | 43.18
Inverter | 12 | 3.409
Timing Repair Buffer | 14 | 10.23
-- cell usage after synthesis, drive strengths merged --
| cell type | count |
|---|---|
| nand4 | 4 |
| nor2 | 3 |
| xor2 | 1 |
| a21oi | 3 |
| dfxtp | 12 |
| nand2 | 4 |
| nand3b | 1 |
| and3 | 2 |
| a2bb2oi | 1 |
| o21ai | 1 |
| ha | 13 |
| a211oi | 2 |
| edfxtp | 11 |
| and4 | 1 |
| o31ai | 1 |
| nand3 | 5 |
| nor4 | 1 |
| nor3 | 1 |
| xnor2 | 8 |
| inv | 12 |
-- registers in the layout (all words and copies together) (netlist names) --
signal,flops
PWM_out,1
PWM_ramp,11
new_pwm,11
Power is estimated from default activity; no workload was simulated.
