<file path="config.mk">
export PLATFORM = sky130hd
export DESIGN_NAME = Debounce
export DESIGN_NICKNAME = Debounce
export VERILOG_FILES = /design/flow/design.v
export SDC_FILE = /design/flow/constraint.sdc
export NUM_CORES = 4
export LEC_CHECK = 1
export CORE_AREA = 10 10 90 90
export DIE_AREA = 0 0 100 100
</file>
<file path="constraint.sdc">
current_design Debounce

set clk_period 2.3
set clk_io_pct 0.2

create_clock -name clk0 -period $clk_period [get_ports {clk}]

set non_clock_inputs [all_inputs -no_clocks]
set_input_delay [expr $clk_period * $clk_io_pct] -clock clk0 $non_clock_inputs
set_output_delay [expr $clk_period * $clk_io_pct] -clock clk0 [all_outputs]
</file>
<file path="design.v">
module Debounce(
input clk,		 
input Button,   
output reg Flag  
    );
reg previous_state;
reg [21:0]Count;  
always @(posedge clk) begin  	 
   if (Button && Button != previous_state && &Count) begin		 
    Flag <= 1'b1;					 
	 Count <= 0;
	 previous_state <= 1;
  end 
  else if (Button && Button != previous_state) begin
	 Flag <= 1'b0;
	 Count <= Count + 1'b1;
  end 
  else begin
	 Flag <= 1'b0;
	 previous_state <= Button;
  end
end  
endmodule
</file>
<file path="run.sh">
#!/bin/bash
# OpenROAD 26Q1-2900-gdf79404cd8, Yosys 0.63+post, stock flow scripts
make -C /OpenROAD-flow-scripts/flow DESIGN_CONFIG=/design/flow/config.mk WORK_HOME=/design/flow/orfs finish
</file>
==> GITHUB_STEP_SUMMARY <==
### Metrics collected by this job

| Metric | Value |
|---|---|
| Run status | finished clean |
| Leak | 0.484 nW |
| WL/cell | 8.73 µm |
| Crit path DRT | 2450 ps |
| Post-Syn Area | 1060 µm² |
| Clock sink count | 24 |
| Placeable Area | 6280 µm² |
| Cell Pwr Density | 781 nW/µm² |
| Gr ovfl total | 0 |
| Largest delay share family, worst path | simple AND/OR/NAND/NOR gates |
| Top post-synthesis cells by count | 24 x dfxtp_1, 15 x nor2_1, 10 x xnor2_1, 8 x nand3_1 |
| IO Count | 3 |
| CTS Buffer Depth | 2 |
| # resized after CTS | 0 |
| VDD IR max | 382 µV |
| Ys flop type | dfxtp_1 |
| Width of the die | 100 µm |
| CTS tree | yes |
| DRC violations left | 0 |
| Mapped Avg Cell Area | 9.48 µm² |
| Clk latency late pin | 260 ps |
| Rows | 29 |
| # Cells Yosys | 112 |
| Total Wirelength | 1.73 mm |
| FMAX | 499 MHz |
| Post-synthesis instance total | 112 |
| Final Hold Fails | 0 |
| Unique masters post-synth | 28 |
| Final Skew | 3.29 ps |
| Top cells, area | dfxtp_1 45%, xnor2_1 8.2%, nor2_1 5.3% |
| DIE AREA | 10000 µm² |
| WS Path Type | in -> reg |
| Min Clock Period, post-route | 2000 ps |
| Post-CTS Hold Fix Bufs | 0 |
| Critical-path maximum fanout | 10 |
| Die Ht | 100 µm |
| Critical Path Slowest Stage Cell | or4_4 |
| Setup violators final | 0 |
| Fin util | 20.1% |
| Hold Path Stages | 1 |
| Largest net degree at the start of global routing | 14 |
| Port bufs | 2 |
| Yosys Warn Count | 1 |
| Max incr delay on CP | 560 ps |
| WP buf/inv | 2 |
| RSZ-0062 raised after global routing | false |
| First-pass detailed-route iteration total | 4 |
| Vias in the first global route | 704 |
| Reg2reg setup slack | 390 ps |
| FF-to-FF path depth | 6 |
| Slew HR | 72.5% |
| Count of library flops with an enable pin | 0 |
| Antenna violations before repair | 0 |
| Share of cells above drive strength 1 | 14.0% |
| Final setup margin | 295 ps |
| Final Cycle Share | 87.2% |
| Vias | 780 |
| Worst Hold Class | reg -> reg |
| Count of tool warnings | 25 |
| Yosys reg bits | 24 |
| Antenna-violating nets left | 0 |
| CP Capture Type | flip-flop |
| Setup WS pre-CTS | 14.1 ps |
| Worst-Margin Slew | 409 ps |
| Root Buffer | clkbuf_8 |
| Top cell type by total area after synthesis | dfxtp_1 |
| Global-route wire length before repair | 3.08 mm |
| Max Cap Viol | 0 |
| DR iter-0 viols | 18 |
| CTS Buf Count | 3 |
| N_diodes | 0 |
| Vias per cell | 3.94 |
| Final HPWL DP | 1.25 mm |
| Clock slew at reported path FFs | 80 ps |
| Sequential area share after synthesis | 45.2% |
| Startpoint types | primary input |
| Asr flop ratio synth | 0% |
| Gr usage total | 3.47% |
| Critical Path AT | 2160 ps |
| Max-slew violation count | 0 |
| Post-synth area from yosys stat | 1060 µm² |
| # H-tree levels | 1 |
| Critical path, cell by cell | clkdlybuf4s50_1 > nand4b_1 > or4_4 > nor4_4 > buf_4 > nor2_1 |
| Reg2reg end | Count[9] |
| Core Util at FP | 16.9% |
| Setup Fix Bufs, Post-CTS | 0 |
| Area Growth Syn to Fin | 18.6% |
| Hold Path Sink | Count[14] |
| Routability congestion estimate | 0.784 |
| Synth top cell by count | dfxtp_1 |
| Area share, top type | 45.2% |
| Hold path startpoint | Count[14] |
| Worst R2R Start | Count[0] |
| Final setup TNS | 0 ps |
worst max-delay path by stage:
stage               end  startpoint  depth (start not counted)
CTS            Count[9]      Button                          6
global route  Count[17]      Button                          5
finish         Count[9]      Button                          6
cells in the final DEF, fill, tap and decap left out, types with 2 or more instances in the layout:
cell,synthesis,layout
nor3_1,6,6
or2_2,2,2
a21oi_1,2,2
clkbuf_8,0,4
nor4_1,2,2
buf_4,0,6
and4_1,3,3
xor2_1,6,6
nand3_1,8,8
nor4_4,2,2
mux2i_1,4,4
xnor2_1,10,10
inv_1,2,2
clkdlybuf4s50_1,0,2
a31oi_1,3,3
dfxtp_1,24,24
nand2_1,6,6
nor2_1,15,15
nand4_1,5,5
layer usage:
layer	GRT usage [%]	vias up	share of wire [%]
met5	0	-	0
met3	0.555	2	2.7
met4	0.761	0	0.98
met2	4.98	10	42
met1	5.33	354	54
li1	-	414	-
registers in the layout, summed over array words and instances (netlist names):
register and flops:
Flag 1, previous_state 1, Count 22
cell families (layout without fill, tap and decap cells):
| group | count (synthesis) | in the layout | synth area share [%] |
|---|---|---|---|
| flip-flops | 24 | 24 | 45.2 |
| AND/OR/NAND/NOR | 54 | 54 | 29.6 |
| buffers and inverters | 6 | 15 | 2.83 |
| XOR/XNOR | 16 | 16 | 13.2 |
| multiplexers | 4 | 4 | 3.77 |
| adder cells (fa/ha/maj) | 1 | 1 | 1.18 |
| AND-OR/OR-AND | 7 | 7 | 4.24 |
through the flow:
stage | hold WS (ps) | std cells | power, mW | instance area, µm²
6_report | 455 | 198 | 0.984 | 1260
2_1_floorplan | 424 | 112 | 0.669 | 1060
5_1_grt | 470 | 198 | 1.05 | 1260
4_1_cts | 463 | 198 | 1.00 | 1260
3_5_place_dp | 452 | 194 | 0.719 | 1200
3_3_place_gp | 441 | 194 | 0.716 | 1200
where the power goes:
group	switching [mW]	internal, mW	leakage, nW
registers	0.0710	0.479	0.196
clock network	0.121	0.152	0.0288
logic	0.0760	0.0843	0.260
cell type report:
class / count / area (µm²)
Clock buffer: 4 / 55.1
Multi-Input combinational cell: 82 / 552
Sequential cell: 24 / 480
Tap cell: 77 / 96.3
Inverter: 3 / 11.3
Fill cell: 677 / 5020
Timing Repair Buffer: 8 / 65.1
worst register-to-register path, cell delays in order, from the launching register on:
cell	delay (ps)
dfxtp_1	400
ha_1	190
nand4b_1	120
or4_4	560
nor4_4	280
buf_4	200
nor2_1	60
Power and IR drop assume default switching activity.
